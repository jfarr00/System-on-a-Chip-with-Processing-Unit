==> design/flow/design.v <==
module MainMemory(Clk,Dataout,DataIn, address, nRead,nWrite, nReset);
input logic [255:0] DataIn;  
input logic nRead,nWrite, nReset, Clk;
input logic [15:0] address;
output logic [255:0] Dataout;  
  logic [255:0]MainMemory[14];  
always_ff @(negedge Clk or negedge nReset)
begin
	if (~nReset) begin
	MainMemory[0] = 256'h0008_000c_0008_0006_000c_0010_000d_0009_000a_0009_0005_000d_000c_0003_000a_0006;
	MainMemory[1] = 256'h0003_0004_0007_0008_0007_0008_000e_0007_0010_0009_000c_000b_000c_0005_0005_0006;
	MainMemory[2] = 256'h0;
	MainMemory[3] = 256'h0;
	MainMemory[4] = 256'h0;
	MainMemory[5] = 256'h0;
	MainMemory[6] = 256'h0;
	MainMemory[7] = 256'h0;
	MainMemory[8] = 256'h0;
	MainMemory[9] = 256'h0;
	MainMemory[10] = 256'h6;
	MainMemory[11] = 256'hd;
	MainMemory[12] = 256'h0;
	MainMemory[13] = 256'h0;
      Dataout=0;
	end
  else if(address[15:12] == MainMemEn)  
		begin
			if (~nRead)begin
				Dataout <= MainMemory[address[11:0]];  
			end
			if(~nWrite)begin
		    MainMemory[address[11:0]] <= DataIn;
			end
		end
end  
endmodule
==> design/flow/run.sh <==
#!/bin/bash
# OpenROAD 26Q1-2900-gdf79404cd8, Yosys 0.63+post, stock flow scripts
make -C /OpenROAD-flow-scripts/flow DESIGN_CONFIG=/design/flow/config.mk WORK_HOME=/design/flow/orfs finish
==> design/flow/config.mk <==
export PLATFORM = sky130hd
export DESIGN_NAME = MainMemory
export DESIGN_NICKNAME = MainMemory
export VERILOG_FILES = /design/flow/design.v
export SDC_FILE = /design/flow/constraint.sdc
export NUM_CORES = 4
export LEC_CHECK = 1
export CORE_UTILIZATION = 30
==> design/flow/constraint.sdc <==
current_design MainMemory

set clk_period 3.0
set clk_io_pct 0.2

create_clock -name clk0 -period $clk_period [get_ports {Clk}]

set non_clock_inputs [all_inputs -no_clocks]
set_input_delay [expr $clk_period * $clk_io_pct] -clock clk0 $non_clock_inputs
set_output_delay [expr $clk_period * $clk_io_pct] -clock clk0 [all_outputs]
==> run notes <==
Implementation progress

The run finished, with violations left. The final reports fail on setup timing. The root buffer cell chosen for the clock tree is sky130_fd_sc_hd__clkbuf_16. Per the post-route antenna check, the number of violating nets is 0.

The total count of hold-check failures in the final report stands at 0. The pin closest to its max-slew limit shows a slew of 664 ps. The worst setup path is captured at an output pin. The filler cells instantiated in the layout total 50800.

The I/O pin total stands at 532. The number of warnings reported in the stage logs is 107. In this run the most critical hold path is launched from MainMemory[4][136]. In this run the layout overhead on the synthesized area is reported as 27.8%. The final wirelength stands at 548 mm. The iteration count recorded for the first detailed-route pass is 5. Synthesis inferred 3840 register bits. The maximum buffer depth of the clock tree stands at 4. For this block, the initial DRC count from the detailed router was 6740.

The largest stage delay on the critical path stands at 670 ps. The area of the placeable core stands at 0.552 sq mm. At the later pin of the worst-skew pair, clock insertion delay measures 950 ps.

The data arrival time reported for the critical path is 3260 ps. For this run, asynchronously set or reset flops after synthesis account for 100%. STA reports the tightest min-delay check as being of type register to register. Setup repair after global routing could not meet its margin everywhere.

In the synthesized netlist the dominant register cell turns out to be sky130_fd_sc_hd__dfrtn_1. The mean routed wirelength per cell stands at 25.5 microns. The via count of the first global-routing pass stands at 116000. The total power density per cell area stands at 591 mW/mm^2. The number of buffer and inverter stages on the critical path stands at 1. The number of cells produced by synthesis stands at 12300. The chip area line in the Yosys stat output reads 0.166 sq mm.

Looking at the setup timing report, the critical path kind is register to output pin. Per the run summary, max-cap violations total 0. During placement, the flow inserted port buffers numbering 522. In the final layout, the share of cells above drive strength 1 is 46.1%.

Buffers inserted during clock tree synthesis total 412. STA lists the startpoint of the worst register-to-register path as MainMemory[10][1]. For this run, design rule violations remaining after detail routing come to 0.

The number of sinks handled by clock tree synthesis stands at 3840. Per the OpenROAD floorplan log, the area of the die is 0.557 sq mm. The level count of the clock H-tree stands at 5. The number of cells in the yosys synthesis report stands at 12300. The remaining global-route overflow stands at 0. The mapped netlist covers 0.166 sq mm. In this run the VDD rail shows a maximum IR drop of 0.000540 V.

In this run, placement finished with an instance count of 20400. The count of yosys warnings during synthesis stands at 4. The horizontal die dimension stands at 746 microns. Overall power consumption after layout is estimated at 126 mW.

The maximum number of pins on one net before global-route repair stands at 90. The final cell count without fillers stands at 21500. The via density per instance stands at 5.21. The required arrival time at the worst endpoint stands at 2400 ps. After synthesis, flip-flops and latches occupy 57.9% of the total area. The maximum fanout along the worst path stands at 2. Per STA, the worst path accumulates the most delay in the family flip-flops. The launch point of the critical path was reported as Dataout[81]. The end-of-flow timing check tallies setup violations at 4089. The gate-level netlist out of Yosys references 43 unique cell types. TritonCTS built the clock tree.

The placement summary gives the final routability congestion estimate as 0.835. The first global-routing pass estimated 797 mm of wire. The all-layer global routing usage stands at 19.6%. After clock tree synthesis, the clock-pin slew on the worst setup and hold paths is 40 ps. The leakage dissipation stands at 98.5 nW. After layout, the worst setup slack is -864 ps.

The floorplan has 273 rows. Traced cell by cell, the critical path runs through buf_2. In this run the mean area of a mapped cell was 13.5 sq um.

The number of synthesized flops with an enable pin stands at 0. Per the OpenROAD floorplan log, the height of the die is 746 microns. The final timing report lists a max-slew violation count of 0. After legalization and detailed placement, the total HPWL measured 358 mm. Clock skew on the completed layout was measured at 67.2 ps.

The via count stands at 112000. Among all stages on the critical path, the largest delay is contributed by sky130_fd_sc_hd__dfrtn_1. The number of antenna violations at the first check in global routing stands at 12. Before placement the cells fill 30.1% of the core.

Across all checked pins, the minimum headroom to the slew limit is 55.7%. The report puts the hold buffer count at CTS at 0. The worst setup path is launched from a register.

Adding up every negative setup slack in the final design gives -1945660 ps. The post-place setup slack stands at -2350 ps.
[flip-flops by register name, summed over array words and instances (netlist names)]
| register | count |
|---|---|
| Dataout | 256 |
| MainMemory | 3584 |
[logic make-up after synthesis]
family                 after synthesis  share of synthesized area [%]
AND-OR/OR-AND                     2562                           10.2
multiplexers                      4095                           27.4
buffers and inverters             1223                           3.21
AND/OR/NAND/NOR                    569                           1.35
flip-flops                        3840                           57.9
[cells in the mapped netlist, types with 3 or more instances]
cell type	number	share of area [%]
sky130_fd_sc_hd__a211oi_1	252	1.1
sky130_fd_sc_hd__a21oi_1	253	0.76
sky130_fd_sc_hd__a22oi_1	1019	4.6
sky130_fd_sc_hd__buf_1	74	0.17
sky130_fd_sc_hd__buf_2	369	1.1
sky130_fd_sc_hd__buf_4	74	0.33
sky130_fd_sc_hd__clkbuf_1	699	1.6
sky130_fd_sc_hd__dfrtn_1	3771	57
sky130_fd_sc_hd__dfstp_2	69	1.1
sky130_fd_sc_hd__inv_1	7	0.016
sky130_fd_sc_hd__mux2_1	60	0.41
sky130_fd_sc_hd__mux2_2	3525	24
sky130_fd_sc_hd__mux2i_1	510	3.1
sky130_fd_sc_hd__nand2_1	19	0.043
sky130_fd_sc_hd__nand3_1	7	0.021
sky130_fd_sc_hd__nor2_1	514	1.2
sky130_fd_sc_hd__nor2b_1	7	0.026
sky130_fd_sc_hd__nor3_1	3	0.0090
sky130_fd_sc_hd__nor4_1	4	0.015
sky130_fd_sc_hd__o21ai_0	260	0.78
sky130_fd_sc_hd__o22ai_1	765	2.9
[placed cells by master (no fill, tap or decap), types with 19 or more instances in the layout]
cell type	n
sky130_fd_sc_hd__clkbuf_16	445
sky130_fd_sc_hd__o21ai_0	171
sky130_fd_sc_hd__clkdlybuf4s50_1	256
sky130_fd_sc_hd__nor2_4	19
sky130_fd_sc_hd__o21ai_2	49
sky130_fd_sc_hd__clkinv_2	54
sky130_fd_sc_hd__clkinv_16	19
sky130_fd_sc_hd__a22oi_2	28
sky130_fd_sc_hd__buf_4	1088
sky130_fd_sc_hd__o22ai_1	761
sky130_fd_sc_hd__clkbuf_2	180
sky130_fd_sc_hd__mux2_2	3241
sky130_fd_sc_hd__mux2_1	60
sky130_fd_sc_hd__a211oi_2	45
sky130_fd_sc_hd__nor2_1	442
sky130_fd_sc_hd__nor2_2	53
sky130_fd_sc_hd__clkbuf_1	108
sky130_fd_sc_hd__mux2_4	284
sky130_fd_sc_hd__a21oi_1	220
sky130_fd_sc_hd__buf_16	48
sky130_fd_sc_hd__dfstp_2	69
sky130_fd_sc_hd__o21ai_4	32
sky130_fd_sc_hd__a211oi_1	206
sky130_fd_sc_hd__inv_1	91
sky130_fd_sc_hd__dfrtn_1	3771
sky130_fd_sc_hd__buf_6	60
sky130_fd_sc_hd__a22oi_1	991
sky130_fd_sc_hd__buf_2	60
sky130_fd_sc_hd__mux2i_1	510
sky130_fd_sc_hd__buf_12	536
sky130_fd_sc_hd__clkbuf_8	101
sky130_fd_sc_hd__a21oi_2	33
[repair_timing]
action | in CTS | in global routing
pin swaps | 6 | 212
setup buffers | 71 | 138
setup endpoints to repair | 4096 | 4096
resized | 628 | 1011
gates cloned | 29 | 36
[per-stage QoR]
| stage | utilization, % | cell area, sq um | hold WS [ps] |
|---|---|---|---|
| after floorplan | - | 167000 | 386 |
| after global routing | 38.5 | 212000 | 445 |
| final | 38.5 | 212000 | 436 |
| after detailed placement | 35.0 | 193000 | 441 |
| after CTS | 37.9 | 209000 | 441 |
| after global placement | 35.0 | 193000 | 433 |
[report_power, final]
group	leakage [nW]	internal, mW	switching, mW
Sequential	51.6	57.2	2.95
Clock	7.13	29.3	22.1
Combinational	39.8	7.34	6.59
Total	98.5	93.8	31.7
[final timing paths]
| kind | to | slack, ps | cells after the start |
|---|---|---|---|
| worst max-delay path | Dataout[81] | -860 | 1 |
| worst min-delay path | MainMemory[4][136] | 440 | 1 |
| worst max register to register | Dataout[1] | 1480 | 5 |
| worst min register to register | MainMemory[4][136] | 440 | 1 |
| max in group asynchronous | MainMemory[4][185] | 980 | 4 |
| min in group asynchronous | MainMemory[10][18] | 1120 | 2 |
[layer usage]
layer	wire (microns)	vias up	GRT usage, %
met4	18200	4	4.70
met3	39900	752	5.34
met1	233000	59100	28.0
met2	257000	3133	30.7
li1	-	48900	-
met5	25	-	0
[area by class of cell]
type                            instances  area [sq um]  area share (%)
Sequential cell                      3840         96200            45.3
Clock buffer                          626         12200            5.74
Inverter                                6          22.5          0.0106
Antenna cell                            3          7.51         0.00353
Timing Repair Buffer                 2278         25800            12.1
Clock inverter                        208          1800           0.847
Tap cell                             7287          9120            4.29
Multi-Input combinational cell       7226         67400            31.7
Power is estimated from default activity; no workload was simulated.
