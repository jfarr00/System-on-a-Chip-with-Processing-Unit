[/design/flow/design.v]
parameter MainMemEn = 0;             
parameter RegisterEn = 1;            
parameter InstrMemEn = 2;            
parameter AluEn = 3;                 
parameter ExecuteEn = 4;             
parameter IntAlu = 5;                
parameter AluStatusIn = 0;
parameter AluStatusOut = 1;
parameter ALU_Source1 = 2;
parameter ALU_Source2 = 3;
parameter  ALU_Result = 4;
parameter Overflow_err = 5;
parameter Instruct1 = 32'h 03_02_00_01;  
parameter Instruct2 = 32'h 10_10_0a_0b;  
parameter Instruct3 = 32'h 04_03_02_00;  
parameter Instruct4 = 32'h 05_04_02_00; 
parameter Instruct5 = 32'h 07_11_03_10; 
parameter Instruct6 = 32'h 00_05_04_03;  
parameter Instruct7 = 32'h 01_06_04_03;  
parameter Instruct8 = 32'h 02_07_04_03;  
parameter Instruct9 = 32'h 12_0a_01_00; 
parameter Instruct10 = 32'h 11_12_0a_01; 
parameter Instruct11 = 32'h 13_0b_0a_12; 
parameter Instruct12 = 32'h FF_00_00_00;  
module InstructionMemory(Clk,Dataout, address, nRead,nReset);
input logic nRead, nReset, Clk;
input logic [15:0] address;
output logic [31:0] Dataout;  
  logic [31:0]InstructMemory[12];  
  always_ff @(negedge Clk or negedge nReset)
begin
  if (!nReset)
    Dataout = 0;
  else begin
  if(address[15:12] == InstrMemEn)  
		begin
			if(~nRead)begin
				Dataout <= InstructMemory[address[11:0]];  
			end
		end
	end
end  
always @(negedge nReset)
begin
	InstructMemory[0] = Instruct1;  	
	InstructMemory[1] = Instruct2;  	
  	InstructMemory[2] = Instruct3;
	InstructMemory[3] = Instruct4;	
	InstructMemory[4] = Instruct5;
	InstructMemory[5] = Instruct6;
	InstructMemory[6] = Instruct7;
	InstructMemory[7] = Instruct8;
	InstructMemory[8] = Instruct9;
	InstructMemory[9] = Instruct10;
	InstructMemory[10] = Instruct11;
	InstructMemory[11] = Instruct12;
end 
endmodule
[/design/flow/config.mk]
export PLATFORM = sky130hd
export DESIGN_NAME = InstructionMemory
export DESIGN_NICKNAME = InstructionMemory
export VERILOG_FILES = /design/flow/design.v
export SDC_FILE = /design/flow/constraint.sdc
export NUM_CORES = 4
export LEC_CHECK = 1
export CORE_AREA = 10 10 88 88
export DIE_AREA = 0 0 98 98
[/design/flow/run.sh]
#!/bin/bash
# OpenROAD 26Q1-2900-gdf79404cd8, Yosys 0.63+post, stock flow scripts
make -C /OpenROAD-flow-scripts/flow DESIGN_CONFIG=/design/flow/config.mk WORK_HOME=/design/flow/orfs finish
[/design/flow/constraint.sdc]
current_design InstructionMemory

set clk_period 5.5
set clk_io_pct 0.2

create_clock -name clk0 -period $clk_period [get_ports {Clk}]
create_clock -name clk1 -period $clk_period [get_ports {nReset}]

set non_clock_inputs [all_inputs -no_clocks]
set_input_delay [expr $clk_period * $clk_io_pct] -clock clk0 $non_clock_inputs
set_output_delay [expr $clk_period * $clk_io_pct] -clock clk0 [all_outputs]
==> GITHUB_STEP_SUMMARY <==
## PnR job results

| Metric | Value |
|---|---|
| Outcome | finished, final reports clean |
| End point of the critical path | Dataout[18]$_DFFE_NN0P_ |
| Fraction of layout instances using a drive strength above 1 | 22.67% |
| Internal reg-to-reg setup slack | 4.74 ns |
| Class of the most critical hold timing path | reg -> reg |
| Top reg by flops | Dataout |
| Number of maximum-capacitance constraint violations | 0 |
| Most instantiated logic cell after routing | sky130_fd_sc_hd__clkdlybuf4s50_1 |
| Total of endpoints with negative setup slack in the final report | 0 |
| GRT overflow | 0 |
| GRT Resource Usage Total | 5.852% |
| Fin util | 27.05% |
| TritonCTS clock tree | yes |
| Leakage power | 0.6702 nW |
| DRC violation count after routing | 0 |
| OpenROAD warning count | 34 |
| Hold Vio Cnt, Final | 0 |
| Post-detail-place hpwl | 2185 microns |
| Crit. Startpoint | address[15] |
| Antenna Nets Post-Route | 0 |
| Hold path startpoint | Dataout[19]$_DFFE_NN0P_ |
| Quantity of hold-fixing buffers added after cts | 0 |
| Wire length of the first global-routing pass | 4705 microns |
| Distinct cells, synth | 32 |
| Post-layout worst setup margin | 0.2095 ns |
| Maximum fanout count along the critical path | 7 |
| Area reported by Yosys stat | 1107 sq um |
| Total design power | 0.0005241 W |
| Port Buffer Count | 30 |
| Seq cells post-synth | 18 |
| VDD IR-drop max | 304.5 uV |
| Total area of multi-input combinational cells | 524.3 sq um |
| Vias in the first global route | 968 |
| Count of instantiated cells in the yosys netlist | 112 |
| Capture instance of the worst register-to-register path | Dataout[17]$_DFFE_NN0P_ |
| Depth of the worst register-to-register path | 1 |
| Setup repair bufs after CTS | 0 |
| Critical path startpoint category | input pin |
| Final tally of max-slew violations | 0 |
| Cell Area, Synth | 1107 sq um |
| Synthesized area divided by synthesized cell count | 9.887 sq um |
| Share of the yosys chip area belonging to registers | 40.68% |
| Die Y | 98 microns |
| Overall via count from detail_route | 893 |
| Chip Area | 9604 sq um |
| Count of pins on the block boundary | 51 |
| Number of antenna violations at the first check in global routing | 0 |
| DIE WIDTH | 98 microns |
| Post_cts resized | 0 |
| Maximum clock skew at final layout | 0 ns |
| Clock slew at the register clock pins of the worst setup and hold paths | 0.05 ns |
| Hold Slack | 0.4464 ns |
| RR Startpoint | Dataout[17]$_DFFE_NN0P_ |
| Number of core rows | 28 |
| Critical path required time | 2.86 ns |
| Final wirelength | 2767 microns |
| Largest registers | Dataout x18 |
| Number of instances in the synthesized netlist | 112 |
| Critical setup path kind | in -> reg |
| RSZ-0062 raised after global routing | false |
| First-pass iteration count of the detailed router | 4 |
| Inserted Diodes | 0 |
| Setup slack at placement | -0.07147 ns |
| Count of synthesis-stage warnings from yosys | 2 |
| CP arrival | 2.65 ns |
| Worst Setup End Kind | flop |
| Largest register FFs | 18 |
| Area grow syn2layout | 44.63% |
| Largest net degree at the start of global routing | 12 |
| Starting density of the core | 18.70% |
| Routed wire per std cell | 12.30 microns |
| PwrDens | 327.2 nW/um^2 |
| Total of fill cells in the finished design | 623 |
| Average vias per placed instance | 3.969 |
| Number of DRC violations after detailed-routing iteration 0 | 38 |
| Routability Congestion | 0.8204 |
| Core footprint | 5921 sq um |
| Commonest cells after routing, fill and taps aside | sky130_fd_sc_hd__clkdlybuf4s50_1 (30), sky130_fd_sc_hd__dfrtn_1 (18), sky130_fd_sc_hd__o21ai_0 (15) |
| Flip-flop and latch area | 450.4 sq um |
==> cells in the mapped netlist <==
library cell | instances | area share [%]
sky130_fd_sc_hd__a21boi_0 | 2 | 1.4
sky130_fd_sc_hd__a21o_1 | 1 | 0.68
sky130_fd_sc_hd__a21oi_1 | 5 | 2.3
sky130_fd_sc_hd__a221oi_1 | 1 | 0.79
sky130_fd_sc_hd__a22o_1 | 1 | 0.79
sky130_fd_sc_hd__and2b_1 | 1 | 0.68
sky130_fd_sc_hd__and3_1 | 1 | 0.57
sky130_fd_sc_hd__buf_4 | 15 | 10
sky130_fd_sc_hd__buf_6 | 3 | 3.1
sky130_fd_sc_hd__clkbuf_1 | 3 | 1.0
sky130_fd_sc_hd__conb_1 | 1 | 0.34
sky130_fd_sc_hd__dfrtn_1 | 18 | 41
sky130_fd_sc_hd__dlygate4sd1_1 | 1 | 0.79
sky130_fd_sc_hd__inv_1 | 1 | 0.34
sky130_fd_sc_hd__mux2_2 | 8 | 8.1
sky130_fd_sc_hd__mux2i_1 | 1 | 0.90
sky130_fd_sc_hd__nand2_1 | 2 | 0.68
sky130_fd_sc_hd__nand2b_1 | 2 | 1.1
sky130_fd_sc_hd__nand3b_1 | 1 | 0.68
sky130_fd_sc_hd__nor2_1 | 6 | 2.0
sky130_fd_sc_hd__nor2_2 | 1 | 0.57
sky130_fd_sc_hd__nor2b_1 | 3 | 1.7
sky130_fd_sc_hd__o21ai_0 | 15 | 6.8
sky130_fd_sc_hd__o21bai_1 | 2 | 1.4
sky130_fd_sc_hd__o22ai_1 | 1 | 0.57
sky130_fd_sc_hd__o2bb2ai_1 | 1 | 0.79
sky130_fd_sc_hd__o31a_2 | 1 | 0.90
sky130_fd_sc_hd__o31ai_1 | 7 | 4.7
sky130_fd_sc_hd__or2_1 | 1 | 0.57
sky130_fd_sc_hd__or2b_1 | 2 | 1.4
sky130_fd_sc_hd__or3b_2 | 3 | 2.4
sky130_fd_sc_hd__or4b_4 | 1 | 1.2
==> critical path, cell delays in order <==
cell and delay [ns]:
sky130_fd_sc_hd__clkdlybuf4s50_1 0.39, sky130_fd_sc_hd__or4b_4 0.55, sky130_fd_sc_hd__nor2_2 0.15, sky130_fd_sc_hd__buf_12 0.13
sky130_fd_sc_hd__mux2_2 0.32
==> per-layer routing <==
metal  track usage [%]  routed length, microns  vias up
met5                 0                       0        -
met3             4.054                     290        4
met2             6.954                    1052       44
li1                  -                       -      452
met4             2.125                      25        0
met1             7.934                    1399      393
==> kinds of logic after synthesis <==
logic type / Yosys count / share of synthesized area, %
AOI/OAI and AO/OA: 37 / 21.02
buffers and inverters: 23 / 15.37
DFF: 18 / 40.68
muxes: 9 / 9.040
other: 1 / 0.3387
and+or+nand+nor: 24 / 13.56
==> report_power, final <==
part	total (W)	internal [W]	switching, W
Sequential	0.000160	0.000149	0.0000103
Clock	0.000265	0.000161	0.000104
Combinational	0.0000996	0.0000698	0.0000299
Total	0.000524	0.000380	0.000144
==> area by class of cell <==
cell class	count	area share, %
repair buffers	42	25.16
flip-flops and latches	18	28.12
clock inverters	1	1.875
well taps	75	5.859
clock buffers	7	6.016
inverters	1	0.2344
multi-input cells	81	32.73
==> per-stage QoR <==
| step | cells | TNS [ns] | cell area, sq um |
|---|---|---|---|
| floorplan | 122 | 0 | 1145 |
| global placement | 217 | -0.5467 | 1475 |
| detailed placement | 217 | -0.5057 | 1475 |
| CTS | 225 | 0 | 1602 |
| global route | 225 | 0 | 1602 |
| finish | 225 | 0 | 1602 |
==> how the worst min path moves through the flow <==
| stage | slack (ns) | cells past startpoint | endpoint |
|---|---|---|---|
| after CTS | 0.46 | 2 | Dataout[28]$_DFFE_NN0P_ |
| final | 0.45 | 2 | Dataout[19]$_DFFE_NN0P_ |
| after global routing | 0.48 | 1 | Dataout[8]$_DFFE_NN0P_ |
No activity file was given, so power comes from the tool's default toggle rates.
